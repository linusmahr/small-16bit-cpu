==> flow/design.v <==
module alu (
  input logic [15:0] instruction,
  input logic [15:0] regA,
  input logic [15:0] regA_imm6,
  input logic [15:0] regA_imm8,
  input logic [15:0] regB,
  input logic carry,
  output logic [15:0] result
);
  logic is_imm_10;
  logic [5:0] imm6;
  logic [7:0] imm8;
  always_comb begin
    is_imm_10 = instruction[10];   
    imm6 = instruction[5:0];
    imm8 = instruction[7:0];
    case (instruction[15:11])
      5'b10000: begin
        if (is_imm_10 == 1) begin
          result = regA_imm6 + imm6;
        end else begin
          result = regA_imm6 + regB;
        end
      end
      5'b10001: begin
        if (is_imm_10 == 1) begin
          result = regA_imm6 + imm6 + carry;
        end else begin
          result = regA_imm6 + regB + carry;
        end
      end
      5'b10010: begin
        if (is_imm_10 == 1) begin
          result = regA_imm6 - imm6;
        end else begin
          result = regA_imm6 - regB;
        end
      end
      5'b10011: begin
        case(instruction[10:8])
          3'b000: begin
            result = regA & regB;
          end
          3'b001: begin
            result = regA | regB;
          end
          3'b010: begin
            result = ~regA;
          end
          3'b011: begin
            result = regA ^ regB;
          end
          3'b100: begin
            result = regA << regB;
          end
          3'b101: begin
            result = regA >> regB;
          end
          3'b110: begin
            result = regA >>> regB;
          end
          default: begin
            result = 16'h0;
          end
        endcase
      end
      default: begin
        result = 16'h0;
      end
    endcase
  end
endmodule
==> flow/config.mk <==
export PLATFORM = sky130hd
export DESIGN_NAME = alu
export DESIGN_NICKNAME = alu
export VERILOG_FILES = /design/flow/design.v
export SDC_FILE = /design/flow/constraint.sdc
export NUM_CORES = 4
export LEC_CHECK = 1
export CORE_UTILIZATION = 30
==> flow/constraint.sdc <==
current_design alu

set clk_period 18.4
set clk_io_pct 0.2

create_clock -name clk0 -period $clk_period

set non_clock_inputs [all_inputs -no_clocks]
set_input_delay [expr $clk_period * $clk_io_pct] -clock clk0 $non_clock_inputs
set_output_delay [expr $clk_period * $clk_io_pct] -clock clk0 [all_outputs]
==> flow/run.sh <==
#!/bin/bash
# OpenROAD 26Q1-2900-gdf79404cd8, Yosys 0.63+post, stock flow scripts
make -C /OpenROAD-flow-scripts/flow DESIGN_CONFIG=/design/flow/config.mk WORK_HOME=/design/flow/orfs finish
==> impl_metrics.tcl <==
# place-and-route summary
set metrics [dict create \
    critical_path_depth 15 \
    crit_buf_inv 4 \
    ios 97 \
    die-height_um 129 \
    syn2layout_area_growth_pct 19.1 \
    grt_antenna_before_repair 0 \
    antennaDiodeCount 0 \
    netlist_instances 728 \
    slowest_delay_ps 600 \
    finalPower_uw 161 \
    crit_chain "clkdlybuf4s50_1, buf_4, clkinv_1, a21boi_0, ha_1, nor3b_2, nor3_1, o211ai_1, a31oi_1, xor2_1, nor4_2, nand2_1, xor2_1, o221ai_1, clkdlybuf4s50_1" \
    dpl.hpwl_um 13200 \
    slew_headroom 0.471 \
    worst_slack_ps 5960 \
    hold_path_class "primary input to output port" \
    yosysWarnings 1 \
    synth.distinct_cells 68 \
    outcome "complete, no violations" \
    fin_crit_ps 12440 \
    finish.utilization 0.372 \
    portBuffers 79 \
    dpl_cell_area_um2 5740 \
    crit_path_start "instruction[10]" \
    timing.fmax_ghz 0.0804 \
    firstDrtPassIters 7 \
    powerDensity_nw_per_um2 28.0 \
    drive_above_1_share 0.0469 \
    slew_viol_final 0 \
    cp-endpoint "result[13]" \
    track_usage 0.203 \
    required_ps 14720 \
    die-width_um 129 \
    placedCellCount 979 \
    hold_buffers 0 \
    holdWs_ps 8540 \
    met3_usage 0.0123 \
    grt_pass1_vias 4789 \
    synth_area_um2 4820 \
    tightest_slew_ps 792 \
    postCtsSetupRepairBufs 0 \
    routedWlPerCell_um 16.6 \
    final_design_area_no_fill_um2 5740 \
    crit_family "buffers and inverters" \
    fp_util 0.312 \
    top_usage_layer "met2" \
    clkbuf_count 0 \
    fin_setup_tns_ps 0 \
    grt_pass1_wl_um 25900 \
    rsz0062_at_grt "false" \
    cts_resized 0 \
    core_area_um2 15400 \
    fill_cells 1709 \
    final_cells 979 \
    tool_warnings 81 \
    design.seq.count 0 \
    finalHoldViolCount 0 \
    drv_cap 0 \
    final_antenna_net_count 0 \
    critical_path_arrival_ps 8760 \
    finalSetupViolations 0 \
    ys_cells 728 \
    chipArea_um2 16600 \
    overflow 0 \
    gp_congestion 0.966 \
    postSynthSeqShare 0 \
    use_met2 0.327 \
    drc 0 \
    finalCritPeriodShare 0.676 \
    drtIter0Drc 384 \
    end_kind "output port" \
    critPathKind "primary input to output port" \
    pre_cts_ws_ps 6000 \
    vias 5254 \
    avgSynthCellArea_um2 6.62 \
    cp_max_fo 22 \
    p_leak_nw 2.38 \
    irDropWorstVdd_v 0.0000127 \
    grt_max_degree 54 \
    vias_per_cell 5.37 \
    regArea_um2 0 \
    use_met1 0.310 \
    cp_slowest_cell "a21boi_0" \
    lay_top_count "clkdlybuf4s50_1" \
    ys_area_um2 4820 \
    wl_um 16300 \
    startpoint_type "primary input" \
    placementRows 45 \
    lay_top_cells "clkdlybuf4s50_1 (78), nand2_1 (72), inv_1 (67), o21ai_0 (67)" \
]
worst min-delay path by stage:
stage	start	end	slack, ps	depth (start not counted)
after CTS	instruction[15]	result[0]	8520	4
after global routing	instruction[15]	result[0]	8600	4
final	instruction[15]	result[0]	8540	4
metal layers:
| layer | wire [µm] | vias up |
|---|---|---|
| li1 | - | 2704 |
| met1 | 8040 | 2386 |
| met2 | 7220 | 154 |
| met3 | 886 | 10 |
| met4 | 112 | 0 |
| met5 | 0 | - |
final cells by class:
| cell class | instances | area, µm² | share of cell area |
|---|---|---|---|
| repair buffers | 88 | 853 | 0.149 |
| inverters | 68 | 255 | 0.0445 |
| well taps | 211 | 264 | 0.0460 |
| multi-input cells | 612 | 4370 | 0.761 |
power breakdown:
part | internal (mW) | leakage (nW) | switching (mW)
Sequential | 0 | 0 | 0
Clock | 0 | 0 | 0
Combinational | 0.0691 | 2.38 | 0.0914
Total | 0.0691 | 2.38 | 0.0914
cells in the mapped netlist, types with 5 or more instances:
master    count  area share
nor3_1       19       0.020
a211oi_1     20       0.031
o21a_1        9       0.014
mux2i_1      21       0.044
nor2_1       64       0.050
nand4_1       5      0.0065
mux4_2       12       0.056
nand2_1      72       0.056
nand3_1      19       0.020
xor2_1       17       0.031
or3_1         5      0.0065
o221ai_1      6       0.011
o21ai_0      67       0.070
a21o_1        7       0.011
buf_1         9      0.0070
nor4_1        6      0.0078
a21boi_0      7       0.011
ha_1         64        0.17
o22ai_1       9       0.012
a31oi_1       8       0.010
xnor2_1      17       0.031
inv_1        67       0.052
a21oi_1      48       0.050
nor2b_1      14       0.018
o211ai_1     12       0.019
and3_1        5      0.0065
o31ai_1       6      0.0093
and2_1        5      0.0065
nand2b_1     15       0.019
clkbuf_1     34       0.026
cells by family after synthesis:
group | after synthesis | share of synthesized area
AOI/OAI and AO/OA | 231 | 0.317
buffers and inverters | 116 | 0.0935
xor gates and xnor gates | 34 | 0.0618
and+or+nand+nor | 246 | 0.249
adders and majority gates | 66 | 0.175
muxes | 35 | 0.104
Power is estimated from default activity; no workload was simulated.
